File: /design/flow/design.v
module vJTAG_interface (
	input tck, tdi, aclr, v_cdr, v_sdr, v_udr,
	input [1:0] ir_in,
	input [7:0] data_sent_to_pc,
	output reg [7:0] data_from_pc,
	output reg tdo
);
reg DR0_bypass_reg;  
reg [7:0] DR1;  
reg [7:0] DR2;
wire select_DR0 = (ir_in==0) | (ir_in==3);  
wire select_DR1 = (ir_in==1);  
wire select_DR2 = (ir_in==2);  
always @ (posedge tck or posedge aclr) begin
	if (aclr) begin
		DR0_bypass_reg <= 1'b0;
		DR1 <= 8'b00000000;
		DR2 <= 8'b00000000;
	end
	else begin
		DR0_bypass_reg <= tdi;
		if(select_DR1) begin
			if(v_sdr) begin
				DR1 <= {tdi, DR1[7:1]};  
			end
		end
		if(select_DR2) begin
			if(v_cdr) begin
				DR2 <= data_sent_to_pc;
			end
			else if(v_sdr) begin
				DR2 <= {tdi, DR2[7:1]};
			end
		end
	end
end
always @ (*) begin
	if (select_DR1)
		tdo <= DR1[0];
	else if (select_DR2)
		tdo <= DR2[0];
	else 
		tdo <= DR0_bypass_reg;	
end
always @(negedge v_udr) begin
	data_from_pc <= DR1;
end
endmodule
File: /design/flow/run.sh
#!/bin/bash
# OpenROAD 26Q1-2900-gdf79404cd8, Yosys 0.63+post, stock flow scripts
make -C /OpenROAD-flow-scripts/flow DESIGN_CONFIG=/design/flow/config.mk WORK_HOME=/design/flow/orfs finish
File: /design/flow/config.mk
export PLATFORM = sky130hd
export DESIGN_NAME = vJTAG_interface
export DESIGN_NICKNAME = vJTAG_interface
export VERILOG_FILES = /design/flow/design.v
export SDC_FILE = /design/flow/constraint.sdc
export NUM_CORES = 4
export LEC_CHECK = 1
export CORE_AREA = 10 10 97 97
export DIE_AREA = 0 0 107 107
File: /design/flow/constraint.sdc
current_design vJTAG_interface

set clk_period 1.3
set clk_io_pct 0.2

create_clock -name clk0 -period $clk_period [get_ports {tck}]
create_clock -name clk1 -period $clk_period [get_ports {v_udr}]

set non_clock_inputs [all_inputs -no_clocks]
set_input_delay [expr $clk_period * $clk_io_pct] -clock clk0 $non_clock_inputs
set_output_delay [expr $clk_period * $clk_io_pct] -clock clk0 [all_outputs]
==> metrics.csv <==
stage,metric,value,unit
final_timing,Worst-Margin Slew,0.231,ns
placed_design,port bufs,23,
global_routing,first-pass GRT wire length,3.48,mm
final_timing,Rel. slew slack,84.5,%
global_routing,met2 usage,5.49,%
logic_synthesis,xor and xnor area share after synthesis,0,%
setup_path,Worst EP required,1.04,ns
power_and_ir_drop,static leakage,0.638,nW
clocking,CTS Sinks,25,
logic_synthesis,#FFs+latches synth,25,
finish,Reg area,586,um^2
final_timing,setup violators final,9,
drt,vias per cell,2.99,
logic_synthesis,Max-area cell share,45.3,%
power_and_ir_drop,"IR drop worst, VDD",0.286,mV
global_routing,GR Overflow Total,0,
logic_synthesis,Mux area share,29.8,%
drt,Routed WL per cell,10.1,um
logic_synthesis,Post-synth top cells,"mux2_2, dfrtp_1, dfxtp_1",
finish,Combinational Area,337,um^2
setup_path,R2R depth,0,
setup_path,crit path capture type,output port,
floorplan,Die W,107,um
worst_hold_path,HP Class,input pin to asynchronous set/reset pin,
placed_design,HPWL Detailed,1.53,mm
logic_synthesis,Largest cells by area,"dfrtp_1, mux2_2, dfxtp_1",
drt,ant diodes,0,
floorplan,Rows,31,
final_timing,Hold WS,0.334,ns
global_routing,GR Util met3,2.43,%
setup_path,crit path max-delay cell type,dfxtp_1,
floorplan,Die Area,0.0114,mm^2
setup_path,crit-path cells,buf_2,
floorplan,die height,107,um
drt,Initial DRC Count,10,
drt,via count,601,
logic_synthesis,yosys cell count,59,
setup_path,R2R Path Start,DR1[0]$_DFFE_PP0P_,
logic_synthesis,"top comb family, area",multiplexers,
drt,Routed WL,2.02,mm
global_routing,GRT Total Usage,3.79,%
final_timing,slack of the critical path,-0.296,ns
setup_path,Worst Path Max Fanout,1,
logic_synthesis,unique cell type count in the Yosys netlist,11,
logic_synthesis,top_reg_cell synth,dfrtp_1,
drt,antenna-violating nets left,0,
global_routing,most used routing layer,met2,
global_routing,met1 Use GR,4.29,%
setup_path,CP Class,flip-flop to output port,
final_timing,RSZ-0062 raised after global routing,yes,
setup_path,reg2reg setup slack,0.17,ns
logic_synthesis,"area leader, netlist",dfrtp_1,
final_timing,TNS Setup,-2.33,ns
logic_synthesis,syn_area_per_cell,15.9,um^2
floorplan,Starting Density,12.9,%
logic_synthesis,Post-Synthesis Cells,59,
logic_synthesis,Basic Gates by Area,1.86,%
status,status,"finished, violations left",
clocking,CTS Hold Buffers Added,0,
finish,FILL cells,810,
floorplan,# IOs,25,
flow_run,tool warnings,36,
logic_synthesis,Complex Gates by Area,3.60,%
power_and_ir_drop,Cell Pwr Density,1660,mW/mm^2
finish,Final Util,19.5,%
logic_synthesis,YS chip area,940,um^2
setup_path,worst stage delay on the critical path,0.29,ns
drt,# DRC,0,
final_timing,"Slew Viols, Final",0,
logic_synthesis,Post-synth seq share,62.3,%
placed_design,GP Congestion,0.644,
setup_path,Reg-to-Reg End,data_from_pc[0]$_DFF_N_,
finish,layout cells sized above 1,48.0,%
drt,iteration count of the initial detailed-routing pass,2,
setup_path,Critical Path AT,1.34,ns
flow_run,# Max-Cap Violations,0,
floorplan,core area,0.00729,mm^2
logic_synthesis,synthesized area,940,um^2
global_routing,antenna violations before repair,0,
logic_synthesis,Yosys top cell by instances,mux2_2,
clocking,CTS tree,done,
setup_path,family with the most delay on the worst path,flip-flops,
status,failing checks,negative setup slack,
setup_path,WP buf/inv,1,
logic_synthesis,number of enable flip-flop cells,0,
placed_design,Place WS,-0.529,ns
final_timing,Setup Skew,0.000512,ns
logic_synthesis,yosys synthesis warning count,1,
power_and_ir_drop,Final Power,2.37,mW
final_timing,final hold viol count,0,
finish,Area growth syn-to-layout,51.5,%
logic_synthesis,asr flop ratio synth,68.0,%
logic_synthesis,Adders+Majority by Area,0,%
setup_path,Critical Path Start Type,flip-flop,
global_routing,vias in the first global route,724,
finish,Regs by FF count,"DR1: 8 flops, DR2: 8 flops, data_from_pc: 8 flops",
global_routing,pin count of the biggest net entering global routing,18,
clocking,clk slew on worst S/H paths,0.07,ns
how the worst max path moves through the flow:
stage	startpoint	to	cells after the start
after CTS	data_from_pc[5]$_DFF_N_	data_from_pc[5]	1
after global routing	data_from_pc[5]$_DFF_N_	data_from_pc[5]	1
final	data_from_pc[4]$_DFF_N_	data_from_pc[4]	1
repair_timing:
item	CTS	global route
setup endpoints to repair	25	17
resized	32	1
pin swaps	2	1
setup buffers	1	0
cell families (layout without fill, tap and decap cells):
family                 after synthesis  count (layout)
AOI/OAI and AO/OA                    3               3
DFF                                 25              25
buffers and inverters                4              47
and+or+nand+nor                      2               2
muxes                               25              25
cell usage in the layout, fill, tap and decap left out, drive strengths merged:
| cell | instances |
|---|---|
| a211oi | 1 |
| a21oi | 1 |
| buf | 16 |
| clkbuf | 7 |
| clkdlybuf4s50 | 11 |
| dfrtp | 17 |
| dfxtp | 8 |
| dlygate4sd2 | 3 |
| inv | 10 |
| mux2 | 24 |
| mux2i | 1 |
| nand3b | 1 |
| nor2b | 1 |
| o211ai | 1 |
layer usage:
| metal | vias up | share of wire [%] |
|---|---|---|
| met5 | - | 0 |
| met4 | 0 | 1.8 |
| met3 | 4 | 9.2 |
| met2 | 15 | 48 |
| met1 | 290 | 41 |
| li1 | 292 | - |
layout make-up:
| class | count | area share, % |
|---|---|---|
| clock buffer | 7 | 6.06 |
| clock inverter | 8 | 2.11 |
| inverter | 2 | 0.527 |
| multi-input combinational | 30 | 23.6 |
| sequential | 25 | 41.1 |
| tap | 99 | 8.70 |
| timing repair buffer | 30 | 17.8 |
stage by stage:
step           cells  instance area, um^2
2_1_floorplan     59                  940
4_1_cts          201                 1420
3_5_place_dp     186                 1330
5_1_grt          201                 1420
3_3_place_gp     186                 1330
6_report         201                 1420
power breakdown:
group	switching, mW	internal (mW)	leakage, nW	total [mW]
sequential	0.122	1.06	0.273	1.18
clock	0.322	0.452	0.0869	0.774
combinational	0.113	0.302	0.277	0.415
total	0.557	1.81	0.638	2.37
Power figures rest on the tool's default switching activity, not on a simulated workload.
